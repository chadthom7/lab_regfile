<file path="flow/run.sh">
#!/bin/bash
# OpenROAD 26Q1-2900-gdf79404cd8, Yosys 0.63+post, stock flow scripts
make -C /OpenROAD-flow-scripts/flow DESIGN_CONFIG=/design/flow/config.mk WORK_HOME=/design/flow/orfs finish
</file>
<file path="flow/design.v">
module cnt6(input clk, rst, en_up, en_down, output logic [5:0] cnt);
	always @(posedge clk, posedge rst) begin  
		if (rst) cnt <= 0;
		else if (en_up) cnt <= cnt + 6'b1;
		else if (en_down) cnt <= cnt - 6'b1;
	end
endmodule
</file>
<file path="flow/config.mk">
export PLATFORM = sky130hd
export DESIGN_NAME = cnt6
export DESIGN_NICKNAME = cnt6
export VERILOG_FILES = /design/flow/design.v
export SDC_FILE = /design/flow/constraint.sdc
export NUM_CORES = 4
export LEC_CHECK = 1
export CORE_AREA = 10 10 70 70
export DIE_AREA = 0 0 80 80
</file>
<file path="flow/constraint.sdc">
current_design cnt6

set clk_period 2.4
set clk_io_pct 0.2

create_clock -name clk0 -period $clk_period [get_ports {clk}]

set non_clock_inputs [all_inputs -no_clocks]
set_input_delay [expr $clk_period * $clk_io_pct] -clock clk0 $non_clock_inputs
set_output_delay [expr $clk_period * $clk_io_pct] -clock clk0 [all_outputs]
</file>
==> qor.txt <==
CP endpoint kind: register
Regs by FF count: cnt x6
Tcrit/Tclk final: 85.8%
Total Power: 673 µW
Layout cells sized above 1: 13.2%
Gr usage total: 3.00%
Via count: 333
CTS Hold Buffers Added: 0
Adder Area Share: 17.5%
Top cells by count, synth: dfrtp_1, ha_1, nand2_1
Max_cap viols: 0
Die Y: 80 µm
Mux area share: 2.81%
ANT cells: 0
Mean routed wirelength per cell: 9.44 µm
Fin Setup TNS: 0 ns
FILL cells: 387
Yosys cell count: 40
Unique cell types: 20
Residual DRC: 0
Initial antenna violation count: 0
Yosys stat chip area: 400 µm²
# IOs: 10
Worst VDD drop: 179 µV
Commonest flop: dfrtp_1
Tool warnings: 25
Startpoint type of the worst setup path: input pin
Highest Clock Rate: 486 MHz
Arrival @ worst endpoint: 2.17 ns
Period minus WS final: 2.06 ns
Clk latency late pin: 0.24 ns
R2R depth: 5
Design area: 578 µm²
Reg-to-Reg End: cnt[4]
Post-synth seq share: 37.5%
Cell type with the largest total area: dfrtp_1
XOR/XNOR Fraction of Synth Area: 8.75%
Top logic family: adder cells
ANT nets after route: 0
First-pass GRT wire length: 1.48 mm
Die footprint: 6400 µm²
Crit path max fanout: 6
AO/OA Area Share: 15.9%
Number of flip-flops under the largest register name: 6
Post-CTS resize count: 0
Placed cell area: 556 µm²
Worst endpoint required time: 2.51 ns
Yosys simple share: 15.6%
Count leader, synth: dfrtp_1
Sink Count: 6
Syn Inst Count: 40
Clock Skews: 0.00328 ns
FP Util: 11.7%
EDFF count, synth: 0
Largest net degree at the start of global routing: 9
R2R setup slack: 0.81 ns
Die X: 80 µm
DR vias/cell: 3.36
Worst min path class: input pin to asynchronous set/reset pin
Area delta synth->final: 44.4%
Htree depth: 1
Clock transition at path regs: 0.04 ns
Mapped cell area: 400 µm²
GP Congestion: 0.723
Avg Inst Size Synth: 10.0 µm²
Biggest area cells: dfrtp_1, ha_1, a21o_1, fa_1, xnor2_1
PD cells: 1160 nW/µm²
Maximum clock insertion buffer count: 2
Vias in the first global route: 362
Worst relative slew slack: 76.3%
Lkg Pwr: 0.000246 µW
Max-area cell share: 37.5%
Yosys warns: 1
Status: finished, final reports clean
Inst Count DP: 96
Core area: 3420 µm²
CTS tree: done
GR Overflow Total: 0
Final setup violation count: 0
Cts bufs inserted: 3
Post-layout util: 16.9%
Worst Tran Pin Value: 0.355 ns
Row count: 21
Critical path class: input pin to register
DR iter-0 viols: 34
DP HPWL: 699 µm
Slew Limit Fails: 0
DR pass1 iterations: 2
Port-buffer cells: 9
Clock Tree Root: clkbuf_4
Largest register by flop count: cnt
Worst r2r src: cnt[0]
Yosys reg bits: 6
RSZ-0062 raised after global routing: no
Async SR Flop Fraction: 100%
Hold Fails Final Rpt: 0
DRT Wirelength: 935 µm
# Post-CTS Setup Buffers: 0
Final cell count without fillers: 99
metrics by stage:
stage	hold slack, ns	setup WS, ns
floorplan	0.271	0.723
global placement	0.507	0.120
detailed placement	0.513	0.108
CTS	0.462	0.346
global route	0.490	0.269
finish	0.463	0.342
cells by family (layout without fill, tap and decap cells):
family / count (synthesis) / in the layout
muxes: 1 / 1
and+or+nand+nor: 12 / 12
DFF: 6 / 6
adders and majority gates: 5 / 5
buffers and inverters: 2 / 15
AOI/OAI and AO/OA: 10 / 10
xor gates and xnor gates: 4 / 4
cell usage in the layout (no fill, tap or decap), drive strengths merged, types with 2 or more instances in the layout:
cell type,instances
a21o,3
a21oi,3
clkbuf,3
clkdlybuf4s50,9
dfrtp,6
ha,4
inv,2
nand2,4
nand2b,2
nand4,2
nor2,2
o21ai,3
xnor2,2
xor2,2
worst max-delay path, cell delays in order:
cell and delay, ns:
clkdlybuf4s50_1 0.48, inv_1 0.13, fa_1 0.48, a21o_1 0.18, a21oi_1 0.18, xor2_1 0.17, o21ai_1 0.07
report_power, final:
| group | switching, µW | total, µW | internal (µW) | leakage (µW) |
|---|---|---|---|---|
| clock network | 34.9 | 91.3 | 56.5 | 0.0000138 |
| registers | 52.6 | 209 | 157 | 0.0000714 |
| logic | 145 | 373 | 227 | 0.000161 |
| total | 233 | 673 | 441 | 0.000246 |
final cells by class:
class	instances	area, µm²	area share, %
repair buffers	10	97.6	16.9
multi-input cells	32	243	42.0
inverters	2	7.51	1.30
clock buffers	3	22.5	3.90
flip-flops and latches	6	150	26.0
well taps	46	57.6	9.96
per-layer routing:
metal | vias to the layer above | part of all wire (%) | track usage, %
met3 | 0 | 17 | 3.07
li1 | 168 | - | -
met1 | 155 | 41 | 3.02
met2 | 10 | 42 | 4.41
met4 | 0 | 0 | 0.352
met5 | - | 0 | 0
worst max-delay path by stage:
stage,start,endpoint,slack (ns),cells past startpoint
after global routing,en_up,cnt[4],0.27,7
after CTS,en_up,cnt[4],0.35,7
final,en_up,cnt[4],0.34,7
Power figures rest on the tool's default switching activity, not on a simulated workload.
