`./config.mk`:
```
export PLATFORM = sky130hd
export DESIGN_NAME = hexdriver
export DESIGN_NICKNAME = hexdriver
export VERILOG_FILES = /design/flow/design.v
export SDC_FILE = /design/flow/constraint.sdc
export NUM_CORES = 4
export LEC_CHECK = 1
export CORE_AREA = 10 10 79 79
export DIE_AREA = 0 0 89 89
```
`./run.sh`:
```
#!/bin/bash
# OpenROAD 26Q1-2900-gdf79404cd8, Yosys 0.63+post, stock flow scripts
make -C /OpenROAD-flow-scripts/flow DESIGN_CONFIG=/design/flow/config.mk WORK_HOME=/design/flow/orfs finish
```
`./constraint.sdc`:
```
current_design hexdriver

set clk_period 6.3
set clk_io_pct 0.2

create_clock -name clk0 -period $clk_period

set non_clock_inputs [all_inputs -no_clocks]
set_input_delay [expr $clk_period * $clk_io_pct] -clock clk0 $non_clock_inputs
set_output_delay [expr $clk_period * $clk_io_pct] -clock clk0 [all_outputs]
```
`./design.v`:
```
module hexdriver (input [25:0] val, output reg [6:0] HEX1, output reg [6:0] HEX2);
	always_comb
		case(val)
		26'b00000000000000000000000001: begin
		HEX1 <= 7'b100_0000;  
		HEX2 <= 7'b111_1001;  
		end
		26'b00000000000000000000000010: begin
		HEX1 <= 7'b100_0000;  
		HEX2 <= 7'b010_0100;  
		end
		26'b00000000000000000000000100: begin
		HEX1 <= 7'b100_0000;  
		HEX2 <= 7'b011_0000;  
		end
		26'b00000000000000000000001000: begin
		HEX1 <= 7'b100_0000;  
		HEX2 <= 7'b001_1001;
		end
		26'b00000000000000000000010000: begin
		HEX1 <= 7'b100_0000;  
		HEX2 <= 7'b001_0010;  
		end
		26'b00000000000000000000100000: begin
		HEX1 <= 7'b100_0000;  
		HEX2 <= 7'b000_0010;  
		end
		26'b00000000000000000001000000: begin
		HEX1 <= 7'b100_0000;  
		HEX2 <= 7'b111_1000;  
		end
		26'b00000000000000000010000000: begin
		HEX1 <= 7'b100_0000;  
		HEX2 <= 7'b000_0000;  
		end
		26'b00000000000000000100000000: begin
		HEX1 <= 7'b100_0000;  
		HEX2 <= 7'b001_1000;  
		end
		26'b00000000000000001000000000: begin
		HEX1 <= 7'b100_0000;  
		HEX2 <= 7'b000_1000;  
		end
		26'b00000000000000010000000000: begin
		HEX1 <= 7'b100_0000;  
		HEX2 <= 7'b000_0011;  
		end
		26'b00000000000000100000000000: begin
		HEX1 <= 7'b100_0000;  
		HEX2 <= 7'b100_0110;  
		end
		26'b00000000000001000000000000: begin
		HEX1 <= 7'b100_0000;  
		HEX2 <= 7'b010_0001;  
		end
		26'b00000000000010000000000000: begin
		HEX1 <= 7'b100_0000;  
		HEX2 <= 7'b000_0110;  
		end
		26'b00000000000100000000000000: begin
		HEX1 <= 7'b100_0000;  
		HEX2 <= 7'b000_1110;  
		end
		26'b00000000001000000000000000: begin
		HEX1 <= 7'b111_1001;  
		HEX2 <= 7'b100_0000;  
		end
		26'b00000000010000000000000000: begin
		HEX1 <= 7'b111_1001;  
		HEX2 <= 7'b111_1001;  
		end
		26'b00000000100000000000000000: begin
		HEX1 <= 7'b111_1001;  
		HEX2 <= 7'b010_0100;  
		end
		26'b00000001000000000000000000: begin
		HEX1 <= 7'b111_1001;  
		HEX2 <= 7'b011_0000;  
		end
		26'b00000010000000000000000000: begin
		HEX1 <= 7'b111_1001;  
		HEX2 <= 7'b001_1001;  
		end
		26'b00000100000000000000000000: begin
		HEX1 <= 7'b111_1001;  
		HEX2 <= 7'b001_0010;  
		end
		26'b00001000000000000000000000: begin
		HEX1 <= 7'b111_1001;  
		HEX2 <= 7'b000_0010;  
		end
		26'b00010000000000000000000000: begin
		HEX1 <= 7'b111_1001;  
		HEX2 <= 7'b111_1000;  
		end
		26'b00100000000000000000000000: begin
		HEX1 <= 7'b111_1001;  
		HEX2 <= 7'b000_0000;  
		end
		26'b01000000000000000000000000: begin
		HEX1 <= 7'b111_1001;  
		HEX2 <= 7'b001_1000;  
		end
		26'b10000000000000000000000000: begin
		HEX1 <= 7'b111_1001;  
		HEX2 <= 7'b000_1000;  
		end
		default : begin 
		HEX1 <= 7'b000_0000;  
		HEX2 <= 7'b000_0000;
		end
		endcase
endmodule
```
==> impl_metrics.tcl <==
# yosys + openroad results
set metrics [dict create \
    most_common_cell "nor2_1" \
    top_cell_area_share_pct 10.43 \
    crit_slowest_cell "nor4_1" \
    vdd_ir_drop_max_mv 0.02022 \
    crit_path_frequent_cell "clkdlybuf4s50_1" \
    yosysChipArea_um2 839.6 \
    slew_violations 0 \
    flop-count 0 \
    slew_headroom_pct 45.56 \
    tightestPinTransition_ns 0.8092 \
    critPathMaxFanout 5 \
    worst-endpoint-required_ns 5.04 \
    cp-start-kind "input port" \
    period_used_pct 84.66 \
    path_class "in2out" \
    vias 1167 \
    grt_usage_pct 7.805 \
    antenna_cells 0 \
    wl_per_cell_um 14.10 \
    portBuffers 38 \
    outcome "complete, no violations" \
    p_per_area_nw_per_um2 38.38 \
    ys_cells 136 \
    fin_crit_ns 5.334 \
    arrival_ns 4.07 \
    grt.overflow.total 0 \
    hp-class "in2out" \
    ys_warn_count 1 \
    grt_pass1_vias 1075 \
    dr.pass1.iters 4 \
    num_rows 25 \
    warnings 32 \
    grt_antenna_before_repair 0 \
    fp.dieH_um 89 \
    maxCapViolCount 0 \
    grt_setup_unrepaired "no" \
    ant_nets 0 \
    crit_buf_inv 2 \
    comb_area_um2 779.5 \
    register_area_um2 0 \
    syn_area_um2 839.6 \
    dp_hpwl_um 2730 \
    coreArea_um2 4661 \
    die_area_um2 7921 \
    area_growth_pct 48.44 \
    drive_above_1_share_pct 4.790 \
    p_leak_nw 0.3458 \
    drc 0 \
    clkbuf_count 0 \
    final_hold_viol_count 0 \
    ys_seq_share_pct 0 \
    synth_cell_types 36 \
    yosysTopAreaCell "nor4_1" \
    ios 40 \
    n_fill_cell 506 \
    fp_util_pct 18.01 \
    synthCells 136 \
    ctsResizeCount 0 \
    grt_first_pass_wirelength_um 5064 \
    drt_wl_total_um 3116 \
    viasPerCell 5.281 \
    setup_tns_ns 0 \
    path_delay_family "simple AND/OR/NAND/NOR gates" \
    final_util_pct 26.74 \
    crit_path_max_incr_delay_ns 0.74 \
    hold_buffers 0 \
    place_congestion 0.9295 \
    clock.fmax_ghz 0.1875 \
    path_cells "clkdlybuf4s50_1, nor4_1, nand2_1, or3_1, or4_1, nand4_1, clkdlybuf4s50_1" \
    dieWidth_um 89 \
    cts_setup_buffers 0 \
    top_cells_by_area "nor4_1 10%, nor2_1 6.7%, nand2_1 6.3%, xnor2_1 6.3%, xor2_1 6.3%" \
    synth.top_cells.by_count "15 x nor2_1, 14 x nand2_1, 14 x nor4_1" \
    setup_viol 0 \
    grt_max_degree 11 \
    drt_iter0_markers 163 \
    syn_avg_cell_area_um2 6.173 \
    worstSetupEndpointType "primary output" \
]
## worst paths after layout
path	from	to	slack, ns	depth (start not counted)
setup / recovery	val[13]	HEX2[4]	0.97	7
hold / removal	val[10]	HEX2[0]	3.64	4
## logic make-up after synthesis
family	synth area share [%]
simple gates	60.50
buf+inv	7.600
xor+xnor	12.52
other cells	0.4467
compound gates	18.93
## per-stage QoR
stage | area (um^2) | total power [mW] | std cells | worst slack [ns] | hold WS (ns)
after floorplan | 843.3 | 0.02056 | 137 | 2.244 | 2.621
after global placement | 1246 | 0.04742 | 221 | 1.027 | 3.630
after detailed placement | 1246 | 0.04749 | 221 | 0.9811 | 3.645
after CTS | 1246 | 0.04772 | 221 | 0.9805 | 3.651
after global routing | 1246 | 0.05265 | 221 | 0.6263 | 3.710
final | 1246 | 0.04782 | 221 | 0.9662 | 3.636
## cell usage in the layout, fill, tap and decap left out, types with 6 or more instances in the layout
cell type / count
clkdlybuf4s50_1: 38
nand2_1: 14
nand4_1: 8
nor2_1: 15
nor3_1: 8
nor4_1: 14
o21ai_0: 6
xnor2_1: 6
xor2_1: 6
## where the power goes
group	internal (mW)	leakage, nW	switching (mW)
Combinational	0.0241	0.346	0.0237
Sequential	0	0	0
Clock	0	0	0
## area by class of cell
| class | count | area share (%) |
|---|---|---|
| Multi-Input combinational cell | 125 | 62.55 |
| Timing Repair Buffer | 39 | 31.12 |
| Inverter | 3 | 0.9036 |
| Tap cell | 54 | 5.422 |
## metal layers
layer  up-vias  share of wire (%)  track usage, %
li1        586                  -               -
met1       511                 42           10.78
met2        64                 44           12.37
met3         6                 13           2.112
met4         0                1.4          0.5780
met5         -                  0               0
Power figures rest on the tool's default switching activity, not on a simulated workload.
