==> /design/flow/design.v <==
module regfile (
	input [0:0 ] clk,				 
	input [0:0 ] rst,				 
	input [0:0 ] we,				 
	input [4:0 ] readaddr1,		 
	input [4:0 ] readaddr2,		 
	input [4:0 ] writeaddr,		 
	input [31:0] writedata,		 
	output [31:0] readdata1,	 
	output [31:0] readdata2		 
);
	reg [31:0] mem[31:0];
	always @(posedge clk) begin
	if (we) mem[writeaddr] <= writedata;
	end
	assign readdata1 = readaddr1 == writeaddr && we ? writedata : mem[readaddr1];
	assign readdata2 = mem[readaddr2];
endmodule
==> /design/flow/run.sh <==
#!/bin/bash
# OpenROAD 26Q1-2900-gdf79404cd8, Yosys 0.63+post, stock flow scripts
make -C /OpenROAD-flow-scripts/flow DESIGN_CONFIG=/design/flow/config.mk WORK_HOME=/design/flow/orfs finish
==> /design/flow/config.mk <==
export PLATFORM = sky130hd
export DESIGN_NAME = regfile
export DESIGN_NICKNAME = regfile
export VERILOG_FILES = /design/flow/design.v
export SDC_FILE = /design/flow/constraint.sdc
export NUM_CORES = 4
export LEC_CHECK = 1
export CORE_UTILIZATION = 50
==> /design/flow/constraint.sdc <==
current_design regfile

set clk_period 15.0
set clk_io_pct 0.2

create_clock -name clk0 -period $clk_period [get_ports {clk}]

set non_clock_inputs [all_inputs -no_clocks]
set_input_delay [expr $clk_period * $clk_io_pct] -clock clk0 $non_clock_inputs
set_output_delay [expr $clk_period * $clk_io_pct] -clock clk0 [all_outputs]
==> results.toml <==
# implementation run metrics
[timing]
max_freq_mhz = 97.7
fin_crit_ps = 10230
min_period_over_period_pct = 68.2
slew-limit-headroom_pct = 23.8
rsz0062_at_grt = "no"
setup_tns_ps = 0
setup_ws_ps = 4770
tightest_slew_ps = 1130
slew_viol_final = 0
setup_viol = 0
hold_viol = 0

[floorplanning]
dieArea_mm2 = 0.0967
std_cell_rows = 112
fp_util_pct = 50.8
die_w_um = 311
boundaryPins = 114
die_h_um = 311
fp.coreArea_mm2 = 0.0939

[clock_tree]
ctsRootBufferMaster = "clkbuf_16"
cts_tree = "yes"
clk_pin_slew_ps = 50
cts_hold_buf = 0
clock_sinks = 1024
h-tree-depth = 3
ctsResizeCount = 0
cts_max_path_buffers = 3
cts_made_buffers = 108
cts_setup_buffers = 0

[yosys]
synth_async_sr_flop_share_pct = 0
ys_area_mm2 = 0.0477
yosysUniqueCellTypes = 29
synthCells = 2576
edf_count = 1024
yosys_warnings = 1
synth_flop_count = 1024
ys_cells = 2576
syn_area_mm2 = 0.0477
ys_seq_share_pct = 64.4
syn_avg_cell_area_um2 = 18.5
flop_cell = "edfxtp_1"

[run]
warning_count = 1244
drv_cap = 0

[finish]
final_cell_mix = "edfxtp_1 (1024), mux2i_1 (512), mux4_2 (320), a22oi_1 (128), buf_4 (124)"
reg.largest.list = "mem x1024"
area_growth_pct = 13.4
final_layout_top_logic_cell = "edfxtp_1"
drive_gt1_share_pct = 24.1
largest_reg_flops = 1024
max_flop_register = "mem"

[worst_setup_path]
max_stage_delay_ps = 770
crit_fanout = 76
cp_top_family = "buffers and inverters"
crit_slowest_cell = "buf_4"
crit_path_frequent_cell = "buf_4"
crit_path_end_kind = "output port"
path_cells = "buf_8, buf_4, buf_4, mux2i_1, a22o_1, a221oi_1, o22ai_1, o41ai_1, clkdlybuf4s50_1"
cp.required_ps = 12000
setup.worst_path.class = "input port to output port"
critPathLaunchType = "input port"
arrival_ps = 7230
worstPathBufferInverterCount = 4

[grt]
grt_pass1_wl_um = 199000
grt_use_total_pct = 32.0
overflow = 0
grt_max_degree = 93
grt_antenna_before_repair = 3
grt_pass1_vias = 30100

[power]
leakagePower_nw = 18.0
peakVddDrop_mv = 0.0753
powerDensity_mw_per_mm2 = 111

[drt]
first_iter_violations = 1607
ant_nets = 0
viasPerCell = 6.70
drc = 0
wl_per_cell_um = 33.7
routed_wl_um = 136000
firstDrtPassIters = 5
num_vias = 27100

[place]
numPortBuffers = 112
gp_congestion = 0.824
preCtsSetupSlack_ps = 4790
dp_hpwl_um = 73600

[min_path]
hp-class = "input port to flop"

[run_status]
status = "finished, final reports clean"
-- synthesized netlist by cell type (3+ instances only) --
| cell type | n | area share, % |
|---|---|---|
| or3b_2 | 3 | 0.055 |
| o41ai_1 | 32 | 0.59 |
| nand2_1 | 34 | 0.27 |
| nor2_1 | 34 | 0.27 |
| xor2_1 | 4 | 0.073 |
| mux2_2 | 32 | 0.76 |
| a221oi_1 | 64 | 1.2 |
| clkbuf_1 | 102 | 0.80 |
| buf_2 | 68 | 0.71 |
| mux2i_1 | 512 | 11 |
| a22o_1 | 64 | 1.2 |
| a22oi_1 | 128 | 2.0 |
| buf_6 | 4 | 0.094 |
| buf_1 | 23 | 0.18 |
| o22ai_1 | 32 | 0.42 |
| nand3b_1 | 5 | 0.079 |
| mux4_2 | 320 | 15 |
| a21oi_1 | 64 | 0.67 |
| edfxtp_1 | 1024 | 64 |
| buf_4 | 15 | 0.24 |
-- cell families (layout without fill, tap and decap cells) --
kind of cell,count (synthesis),after routing,synth area share (%)
flops,1024,1024,64.4
mux,864,864,26.6
compound gates,384,384,6.04
buf+inv,212,425,2.03
simple gates,87,87,0.808
xor+xnor,5,5,0.0918
other cells,0,1,0
-- area by class of cell --
cell class              instances  area, um^2
fillers                      6796       39800
flip-flops and latches       1024       30700
multi-input cells            1340       16300
clock buffers                 129        2850
repair buffers                236        2070
well taps                    1254        1570
clock inverters                60         608
diodes                          1        2.50
-- power breakdown --
part | switching (mW) | internal (mW)
Combinational | 0.305 | 0.255
Sequential | 0.0135 | 3.19
Clock | 0.672 | 1.55
Total | 0.990 | 5.00
-- stage by stage --
stage                     cells  power (mW)  util [%]  cell area, um^2  hold WS (ps)
final                      4044        5.99      57.7            54100          3320
after global routing       4044        6.57      57.7            54100          3150
after CTS                  4043        6.42      57.6            54100          3110
after detailed placement   3854        3.82      54.0            50700          3830
after global placement     3854        3.81      54.0            50700          3820
after floorplan            2576        3.58         -            47700          3100
-- worst paths after layout --
kind	start	to	slack (ps)	cells after the start
worst max-delay path	readaddr1[0]	readdata1[29]	4770	9
worst min-delay path	writedata[22]	mem[12][22]$_DFFE_PP_	3320	2
-- per-layer routing --
| metal | share of wire (%) | GRT usage [%] |
|---|---|---|
| met4 | 2.5 | 6.20 |
| met1 | 33 | 41.7 |
| met2 | 46 | 44.5 |
| met5 | 0.29 | 4.05 |
| met3 | 19 | 25.7 |
Power figures rest on the tool's default switching activity, not on a simulated workload.
